### /design/flow/design.v
module  full_adder(
    input a, input b, input cin,
    output cout, output sum);
    wire xor1, and1, and2;
    xor (xor1, a, b);
    xor (sum, xor1, cin);
    and (and1, a, b);
    and (and2, xor1, cin);
    or  (cout, and1, and2);
endmodule
module carry_save(
    input [3:0] A, B,   
    output [7:0] P      
);
    wire [3:0] pp0, pp1, pp2, pp3;
    and(pp0[0], A[0], B[0]);
    and(pp0[1], A[1], B[0]);
    and(pp0[2], A[2], B[0]);
    and(pp0[3], A[3], B[0]);
    and(pp1[0], A[0], B[1]);
    and(pp1[1], A[1], B[1]);
    and(pp1[2], A[2], B[1]);
    and(pp1[3], A[3], B[1]);
    and(pp2[0], A[0], B[2]);
    and(pp2[1], A[1], B[2]);
    and(pp2[2], A[2], B[2]);
    and(pp2[3], A[3], B[2]);
    and(pp3[0], A[0], B[3]);
    and(pp3[1], A[1], B[3]);
    and(pp3[2], A[2], B[3]);
    and(pp3[3], A[3], B[3]);
    wire c1_1, c1_2, c1_3, c1_4;
    wire s1_1, s1_2, s1_3, s1_4;
    full_adder fa1_0 (.a(pp0[1]), .b(pp1[0]), .cin(1'b0), .sum(s1_1), .cout(c1_1));
    full_adder fa1_1 (.a(pp0[2]), .b(pp1[1]), .cin(pp2[0]), .sum(s1_2), .cout(c1_2));
    full_adder fa1_2 (.a(pp0[3]), .b(pp1[2]), .cin(pp2[1]), .sum(s1_3), .cout(c1_3));
    full_adder fa1_3 (.a(1'b0), .b(pp1[3]), .cin(pp2[2]), .sum(s1_4), .cout(c1_4));
    wire c2_1, c2_2, c2_3, c2_4;
    wire s2_1, s2_2, s2_3, s2_4;
    full_adder fa2_0 (.a(s1_2), .b(1'b0), .cin(c1_1), .sum(s2_1), .cout(c2_1));
    full_adder fa2_1 (.a(s1_3), .b(pp3[0]), .cin(c1_2), .sum(s2_2), .cout(c2_2));
    full_adder fa2_2 (.a(s1_4), .b(pp3[1]), .cin(c1_3), .sum(s2_3), .cout(c2_3));
    full_adder fa2_3 (.a(pp2[3]), .b(pp3[2]), .cin(c1_4), .sum(s2_4), .cout(c2_4));
    wire c3_1, c3_2, c3_3, c3_4;
    wire s3_1, s3_2, s3_3, s3_4;
    full_adder fa3_0 (.a(s2_2), .b(c2_1), .cin(1'b0), .sum(s3_1), .cout(c3_1));
    full_adder fa3_1 (.a(s2_3), .b(c2_2), .cin(c3_1), .sum(s3_2), .cout(c3_2));
    full_adder fa3_2 (.a(s2_4), .b(c2_3), .cin(c3_2), .sum(s3_3), .cout(c3_3));
    full_adder fa3_3 (.a(pp3[3]), .b(c2_4), .cin(c3_3), .sum(s3_4), .cout(c3_4));
    buf(P[0], pp0[0]);
    buf(P[1], s1_1);
    buf(P[2], s2_1);
    buf(P[3], s3_1);
    buf(P[4], s3_2);
    buf(P[5], s3_3);
    buf(P[6], s3_4);
    buf(P[7], c3_4);
endmodule
### /design/flow/run.sh
#!/bin/bash
# OpenROAD 26Q1-2900-gdf79404cd8, Yosys 0.63+post, stock flow scripts
make -C /OpenROAD-flow-scripts/flow DESIGN_CONFIG=/design/flow/config.mk WORK_HOME=/design/flow/orfs finish
### /design/flow/config.mk
export PLATFORM = sky130hd
export DESIGN_NAME = carry_save
export DESIGN_NICKNAME = carry_save
export VERILOG_FILES = /design/flow/design.v
export SDC_FILE = /design/flow/constraint.sdc
export NUM_CORES = 4
export LEC_CHECK = 1
export CORE_AREA = 10 10 70 70
export DIE_AREA = 0 0 80 80
### /design/flow/constraint.sdc
current_design carry_save

set clk_period 6.0
set clk_io_pct 0.2

create_clock -name clk0 -period $clk_period

set non_clock_inputs [all_inputs -no_clocks]
set_input_delay [expr $clk_period * $clk_io_pct] -clock clk0 $non_clock_inputs
set_output_delay [expr $clk_period * $clk_io_pct] -clock clk0 [all_outputs]
==> run notes <==
Entry: Yosys synthesis followed by OpenROAD place and route.

Timing:
- The run gives the number of endpoints failing setup at the final stage as 0.
- The run puts the smallest setup slack after layout at about 0.21 ns.
- The run gives the actual slew at the worst max-slew pin as ~0.14 ns.
- The slew check shows that the tightest pin keeps a relative margin of 90.4%.
- The run gives the post-route fraction of the period consumed by the critical path as 96.5%.
- The run puts the final tally of max-slew violations at 0.
- Setup repair after global routing left no endpoint under its margin.
- The run puts the total negative setup slack at 0 ns.
- The clock period could shrink to between 5 and 6 ns.
- The run puts the final tally of hold violations at 0.
- The run puts the worst hold slack after final layout at approximately 3.2 ns.
- Derived from the worst setup path, the maximum achievable clock frequency is around 170 MHz.

Routing:
- The run gives the aggregate routed wire length as roughly 770 microns.
- The iteration count recorded for the first detailed-route pass is 1.
- The run gives the total number of vias as about 260.
- The run gives the routed wire length per instance as 8.17 microns.
- Nets still carrying antenna violations after routing amount to 0.
- The DRC violation total left in the routed layout is recorded as 0.
- The run gives the per-cell via count in the routed design as ~2.8.
- The run gives the iteration-0 DRC count of the detailed router as 0.
- The number of antenna diodes in the final layout is 0.

GRT:
- Entering global routing, the biggest net connects 5 pins.
- The run gives the number of antenna violations at the first check in global routing as 0.
- Across every metal layer, demand over resource in global routing totals under 10%.
- The run puts the number of global-route vias before repair at roughly 290.
- The total overflow left after global routing is 0.
- The run puts the first-pass GRT wire length at around 1.3 mm.

Hold path:
- The run gives the worst hold-check path type as input port to output pin.
- The run gives the launch instance of the worst min-delay path as B[0].
- The run gives the worst-case hold path end point as P[0].
- The run puts the count of cells along the worst hold path at 3.

Placement:
- The run puts the placement-stage worst setup slack at -0.0725 ns.
- The run puts the port buffer count at 16.
- The run puts the number of placed instances, taps included at between 90 and 100.
- The run gives the routability congestion estimate from global placement as around 0.74.
- The run puts the detailed-placement wirelength estimate at about 770 microns.

Run status:
- The flow ran to the end, and the final reports show no timing, DRC or antenna violations.

Setup path:
- The run gives the sort of element at the start of the critical path as an input port.
- The worst setup path is captured at an output pin.
- The run gives the kind of critical path as input port to output pin.
- The OpenROAD report gives the critical path a required time of between 4 and 5 ns.
- The run gives the endpoint arrival time on the critical path as about 4.6 ns.
- The run puts the critical-path maximum fanout at 4.

Cells and area:
- Fill cells in the final layout number 388.
- The run gives the post-route non-filler standard cell count as ~94.
- The run puts the number of clock-tree buffers in the layout at 0.
- The run puts the sequential cell count of the final layout at 0.
- The run puts the area taken by flip-flops and latches at 0 sq um.
- In the final layout, the share of cells above drive strength 1 is 2.08%.
- The run puts the final design utilization at between 15 and 20%.
- The run puts the synthesis-to-finish area growth at 48.6%.

Synthesis:
- The run gives the total cell area reported by yosys after synthesis as about 360 sq um.
- The run puts the part of the Yosys area used for sequential elements at 0%.
- The run gives the number of cells in Yosys stat as 39.
- The run gives the synthesized area per cell as 9.24 sq um.
- Summing every instance area after synthesis gives 360 sq um.
- The run gives the count of unique library cells instantiated by Yosys as 6.
- The run gives the cell count after synthesis as 39.
- The synthesis log from Yosys contains 0 warnings.

Clock network:
- The run gives the post-cts hold-fix buffer tally as 0.
- Buffers added to address setup during post-CTS repair amount to 0.

Floorplan:
- Before placement the cells fill a little over a tenth of the core.
- The run puts the number of rows in the core area at 21.
- The run gives the standard cell core area as between 3000 and 4000 sq um.
- The run puts the die height at about 80 microns.
- 16 I/O pins were placed.
- The run gives the chip footprint as 6400 sq um.
- The run gives the x dimension of the die as 80 microns.

Pwr:
- VDD sags by at most about 0.0000085 V.
- Summed over all cells, the static leakage comes to approximately 0.00027 uW.
- Total power normalized to cell area comes to 84.1 nW/um^2.

Job:
- The logs give a warning total of 32.
- Across the run, the number of max-cap violations was 0.
[routing by layer]
layer	vias to the layer above	wire (microns)	GRT usage, %	share of wire, %
met3	0	41	0.341	5.3
met5	-	0	0	0
met4	0	0	0	0
li1	129	-	-	-
met2	4	522	6.10	68
met1	127	203	1.98	26
[cell usage after synthesis]
cell type                 number  area [sq um]
sky130_fd_sc_hd__ha_1          4          50.1
sky130_fd_sc_hd__buf_4         7          52.6
sky130_fd_sc_hd__fa_1          8           160
sky130_fd_sc_hd__and2_1        9          56.3
sky130_fd_sc_hd__inv_1         4          15.0
sky130_fd_sc_hd__nand2_1       7          26.3
[what timing repair did]
action / CTS / global route
setup endpoints to repair: 1 / 1
pin swaps: 0 / 1
endpoints found under the hold margin: 0 / 0
gates resized: 3 / 4
[cell families after synthesis]
logic type / share of synthesized area (%)
buffers and inverters: 18.7
and+or+nand+nor: 22.9
adders and majority gates: 58.3
[layout by cell type (no fill, tap or decap), drive strengths merged]
cell / instances
inv: 4
dlymetal6s2s: 4
fa: 8
clkdlybuf4s50: 10
dlygate4sd2: 2
ha: 4
nand2: 7
and2: 9
[through the flow]
step / total power, uW / area, sq um
after detailed placement: 47.8 / 526
after floorplan: 29.2 / 360
after global routing: 53.2 / 536
final: 45.1 / 536
after CTS: 48.1 / 526
after global placement: 47.8 / 526
[area by class of cell]
cell class / count / area (sq um) / area share [%]
Multi-Input combinational cell: 28 / 295 / 55.1
Timing Repair Buffer: 16 / 168 / 31.3
Tap cell: 46 / 57.6 / 10.7
Inverter: 4 / 15.0 / 2.80
[report_power, final]
| group | internal [uW] | switching (uW) | total (uW) | leakage, uW |
|---|---|---|---|---|
| combinational | 29.8 | 15.3 | 45.1 | 0.000268 |
| sequential | 0 | 0 | 0 | 0 |
| clock | 0 | 0 | 0 | 0 |
[critical path, cell delays in order]
cell                              delay [ns]
sky130_fd_sc_hd__clkdlybuf4s50_1        0.52
sky130_fd_sc_hd__nand2_1                0.09
sky130_fd_sc_hd__fa_1                   0.38
sky130_fd_sc_hd__fa_1                   0.49
sky130_fd_sc_hd__inv_1                  0.04
sky130_fd_sc_hd__ha_1                   0.20
sky130_fd_sc_hd__fa_2                   0.34
sky130_fd_sc_hd__fa_1                   0.38
sky130_fd_sc_hd__fa_1                   0.48
sky130_fd_sc_hd__clkdlybuf4s50_1        0.46
[worst max-delay path by stage]
stage / start / end / slack (ns) / cells past startpoint
global route: A[0] / P[6] / 0.07 / 10
CTS: A[3] / P[6] / 0.01 / 10
finish: A[0] / P[6] / 0.21 / 10
Power and IR drop assume default switching activity.
