===== /design/flow/design.v =====
module floating_point_mult (
    input [31:0] a,  
    input [31:0] b,  
    output reg [31:0] product,  
    output reg exception,  
    output reg overflow,  
    output reg underflow  
);
    wire sign_a = a[31];
    wire sign_b = b[31];
    wire [7:0] exponent_a = a[30:23];
    wire [7:0] exponent_b = b[30:23];
    wire [23:0] mantissa_a = {1'b1, a[22:0]};
    wire [23:0] mantissa_b = {1'b1, b[22:0]};
    wire sign_product = sign_a ^ sign_b;
    wire [47:0] mantissa_product = mantissa_a * mantissa_b;
    wire [7:0] exponent_product = exponent_a + exponent_b - 8'd127;
    always @(*) begin
        exception = 1'b0;
        overflow = 1'b0;
        underflow = 1'b0;
        if (exponent_a == 8'd255 || exponent_b == 8'd255) begin
            product = {sign_product, 8'd255, 23'b0};
            exception = 1'b1;
        end else if (exponent_a == 8'd0 || exponent_b == 8'd0) begin
            product = {sign_product, 8'd0, 23'b0};
            exception = 1'b1;
        end else begin
            if (mantissa_product[47]) begin
                product = {sign_product, exponent_product + 8'd1, mantissa_product[46:24]};
            end else begin
                product = {sign_product, exponent_product, mantissa_product[45:23]};
            end
            if (exponent_product >= 8'd255) begin
                product = {sign_product, 8'd255, 23'b0};  
                overflow = 1'b1;
            end else if (exponent_product <= 8'd0) begin
                product = {sign_product, 8'd0, 23'b0};  
                underflow = 1'b1;
            end
        end
    end
endmodule

===== /design/flow/run.sh =====
#!/bin/bash
# OpenROAD 26Q1-2900-gdf79404cd8, Yosys 0.63+post, stock flow scripts
make -C /OpenROAD-flow-scripts/flow DESIGN_CONFIG=/design/flow/config.mk WORK_HOME=/design/flow/orfs finish

===== /design/flow/config.mk =====
export PLATFORM = sky130hd
export DESIGN_NAME = floating_point_mult
export DESIGN_NICKNAME = floating_point_mult
export VERILOG_FILES = /design/flow/design.v
export SDC_FILE = /design/flow/constraint.sdc
export NUM_CORES = 4
export LEC_CHECK = 1
export CORE_UTILIZATION = 30

===== /design/flow/constraint.sdc =====
current_design floating_point_mult

set clk_period 34.3
set clk_io_pct 0.2

create_clock -name clk0 -period $clk_period

set non_clock_inputs [all_inputs -no_clocks]
set_input_delay [expr $clk_period * $clk_io_pct] -clock clk0 $non_clock_inputs
set_output_delay [expr $clk_period * $clk_io_pct] -clock clk0 [all_outputs]

==> results.toml <==
# synthesis and place-and-route metrics
[run_status]
run_status = "complete, no violations"

[synth]
synthDistinctLibCells = 59
avg_cell_area_syn_sq_um = 8.63
adder_cell_share_of_the_synthesized_area_pct = 60.9
netlist_area_sq_um = 19600
post-synth-top-area-fraction_pct = 49.2
syn_inst = 2274
yosys-mux-area-fraction_pct = 0.765
synth-cells-yosys = 2274
yosys_area_sq_um = 19600
ys_sh_xor_pct = 1.61
synth.yosys.seq_area_share_pct = 0
synth.cellmix.simpleShare_pct = 17.2
yosys-top-cells-area = "fa_1 (49%), ha_1 (12%), inv_1 (12%)"
synthesis.yosys.warnings = 1
top_area_cell = "fa_1"
yosys-dominant-comb-family = "adder cells"
post_synth_ao_oa_area_fraction_pct = 5.74

[critical_path]
worst-endpoint-arrival_ps = 15260
crit_required_ps = 27440
end_kind = "output port"
type_of_element_launching_the_critical_path = "input pin"
setup.worst_path.class = "in2out"
crit_fanout = 16

[final_layout]
final.clkbuf_count = 0
regArea_sq_um = 0
post_route_cells_drive_above_1_share_pct = 2.42
area_delta_synth_final_pct = 10.1
final_cell_count_no_fill = 3171
n_fill_cell = 6736
nFlopsAndLatches = 0

[placed_design]
finalWeightedCongestion = 0.939
buffer_ports.inserted = 99
dp_cells = 3171
dp_hpwl_mm = 42.2

[hold_path]
path_type_of_the_worst_min_delay_path = "in2out"

[clock_network]
ctsHoldBuffers = 0
post_cts.resized_instances = 0
setup_fix_bufs_post_cts = 0

[timing]
timing.max_slew.rel_slack_pct = 45.1
grt_setup_unrepaired = "no"
achievable-frequency_mhz = 45.2
hold_violations = 0
setup-violations-final = 0
worst-slew-pin-transition_ps = 821
finalCritPeriodShare_pct = 64.5
slew_viol_final = 0
final.min_clock_period_ps = 22120
setup_tns_ps = 0

[floorplanning]
io-pin-count = 99
dieWidth_um = 258
rows = 93
placeableCoreArea_sq_um = 64600
initial_utilization_pct = 30.4
die_h_um = 258
chip_area_sq_um = 66400

[global_routing]
most_used_routing_layer_in_global_routing = "met2"
antenna_found_initial = 0
groute.layer.met3.usage_pct = 6.48
largest_net_degree_at_the_start_of_global_routing = 43
number_of_global_route_vias_before_repair = 15400
global_route.usage.met2_pct = 27.5
groute.usage.overall_pct = 17.3
grt_first_pass_wirelength_mm = 85.6
grt-ovfl-total = 0
grt_use_met1_pct = 24.2

[routing]
number_of_antenna_repair_diodes = 0
detail_route.first_pass.iterations = 5
drt-vias-per-instance = 4.59
drt_wl_total_mm = 52.5
drt.antenna.violating_nets = 0
route.detailed.drc = 0
dr_total_vias = 14600
wl_per_cell_um = 16.6
initialDrtViolationCount = 488

[flow_run]
cap_violations = 0
warnings = 34
-- through the flow --
stage	setup WS (ps)	hold slack (ps)	utilization (%)	area, sq um
2_1_floorplan	14280	13870	-	19600
3_3_place_gp	12340	14630	33.5	21600
3_5_place_dp	12270	14640	33.5	21600
4_1_cts	12240	14640	33.5	21600
5_1_grt	11660	14660	33.5	21600
6_report	12180	14630	33.5	21600
-- logic make-up after synthesis --
group                      count (synthesis)
buffers and inverters                    710
muxes                                     15
AOI/OAI and AO/OA                        168
xor gates and xnor gates                  36
and+or+nand+nor                          679
adders and majority gates                666
-- cells in the final DEF, fill, tap and decap left out, types with 4 or more instances in the layout --
cell type / n
fa_1: 482
nand4_1: 12
nor4_1: 6
nand3_1: 15
nor3_1: 10
o21bai_1: 6
nor3b_1: 4
o21a_1: 10
o211ai_1: 13
nand3b_1: 4
and3_1: 5
nor2_1: 68
xnor2_1: 19
a21o_1: 17
ha_1: 184
and2_1: 242
xor2_1: 17
buf_4: 47
inv_1: 604
clkdlybuf4s50_1: 99
a22o_1: 5
a211oi_1: 4
o211a_1: 4
a31oi_1: 4
mux2i_1: 15
nand2_1: 288
o21ai_0: 26
a21oi_1: 45
nand2b_1: 5
o21ai_1: 8
-- cell usage after synthesis (3+ instances only) --
master,n
nor2b_1,3
o211a_1,4
o21a_1,10
and3_1,5
nor2_1,68
inv_1,604
nand3_1,15
nand4_1,12
a21oi_1,45
nor4_1,6
o211ai_1,13
nand3b_1,4
and4_1,3
buf_2,5
xnor2_1,19
a22o_1,5
nand2b_1,5
or2_2,3
clkbuf_1,94
ha_1,184
o21ai_1,8
o21bai_1,6
and2_1,242
xor2_1,17
a31oi_1,4
buf_6,3
nor3_1,10
o31ai_1,3
o21ai_0,26
nand2_1,288
mux2i_1,15
or3_1,3
a21o_1,17
nor3b_1,4
fa_1,482
o22ai_1,3
a211oi_1,4
-- layout make-up --
type	count	area, sq um	area share (%)
inverter	606	2270	10.5
multi-input combinational	1564	16900	78.3
timing repair buffer	146	1340	6.22
tap	855	1070	4.95
-- worst paths after layout --
check                  from           to  cells after the start
worst max-delay path   b[8]  product[13]                     28
worst min-delay path  a[31]  product[31]                      3
-- worst max-delay path, cell delays in order --
cell,delay [ps]
clkdlybuf4s50_1,450
buf_4,250
clkinv_1,430
nor2_1,260
fa_1,460
fa_1,520
inv_1,50
fa_1,470
inv_1,50
fa_1,490
inv_1,50
fa_1,530
inv_1,50
fa_1,470
inv_1,50
fa_1,490
inv_1,50
ha_1,350
a21oi_1,210
o21ai_0,100
a21oi_1,410
o211a_1,290
nor3_1,100
o31ai_1,500
o21ai_0,250
a22o_1,280
nor3_1,240
clkdlybuf4s50_1,540
-- per-layer routing --
metal	vias up	routed length, um
li1	6756	-
met1	7251	21900
met2	531	25000
met3	30	5160
met4	0	480
met5	-	0
