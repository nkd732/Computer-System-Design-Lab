$ cat flow/run.sh
#!/bin/bash
# OpenROAD 26Q1-2900-gdf79404cd8, Yosys 0.63+post, stock flow scripts
make -C /OpenROAD-flow-scripts/flow DESIGN_CONFIG=/design/flow/config.mk WORK_HOME=/design/flow/orfs finish
$ cat flow/config.mk
export PLATFORM = sky130hd
export DESIGN_NAME = row_col_encoder
export DESIGN_NICKNAME = row_col_encoder
export VERILOG_FILES = /design/flow/design.v
export SDC_FILE = /design/flow/constraint.sdc
export NUM_CORES = 4
export LEC_CHECK = 1
export CORE_AREA = 10 10 70 70
export DIE_AREA = 0 0 80 80
$ cat flow/constraint.sdc
current_design row_col_encoder

set clk_period 1.3
set clk_io_pct 0.2

create_clock -name clk0 -period $clk_period

set non_clock_inputs [all_inputs -no_clocks]
set_input_delay [expr $clk_period * $clk_io_pct] -clock clk0 $non_clock_inputs
set_output_delay [expr $clk_period * $clk_io_pct] -clock clk0 [all_outputs]
$ cat flow/design.v
module priority_encoder( input [3:0] i, output [1:0] o, output v);
    wire i0c, i1c, i3c;
    wire and1, or1, or2;
    not (i0c, i[0]);
    not (i1c, i[1]);
    not (i2c, i[2]);
    and (and1, i0c, i1c);
    or (or1, i[2], i[3]);
    or( or2, i[1], i2c);
    and (o[1], and1, or1);
    and (o[0], or2, i0c);
    or (v, i[0], i[1], i[2], i[3]);
endmodule
module row_col_encoder (input [8:0] d, output [1:0] row, output[1:0] col, output v);
    wire [3:0] r;
    wire [3:0] c;
    wire i0 = 1'b0;
    wire v;
    or (vr, r[0], r[1], r[2], r[3]);
    or (vc, c[0], c[1], c[2], c[3]);
    and (v, vr, vc);
    buf(r[0], i0);
    or(r[1], d[0], d[1], d[2]);
    or(r[2], d[3], d[4], d[5]);
    or(r[3], d[6], d[7], d[8]);
    buf(c[0], i0);
    or(c[1], d[0], d[3], d[6]);
    or(c[2], d[1], d[4], d[7]);
    or(c[3], d[2], d[5], d[8]);
    priority_encoder i_one(.i(r), .o(row), .v(v));
    priority_encoder i_two(.i(c), .o(col), .v(v));
endmodule
==> flow.log <==
[flow] final metrics
[metrics] worst slew pin tran: 0.236 ns
[metrics] Chip Width: 80 um
[metrics] post-route setup slack: approximately 0.05 ns
[metrics] number of design rule violations left after detail routing: 0
[metrics] Setup CP Type: in2out
[metrics] core region area: roughly 3400 um^2
[metrics] Synthesis Warnings: 4
[metrics] Fin. Hold Viols: 0
[metrics] CP Data Arrival Time: just under 1 ns
[metrics] OpenROAD warning count: 32
[metrics] VDD IR max: 0.0239 mV
[metrics] Vert. Die Dim: around 80 um
[metrics] Cell Rows: 21
[metrics] Worst Min Path Start: d[4]
[metrics] total of clock buffers placed in the layout: 0
[metrics] cycle use final: 0.962
[metrics] final total negative setup slack: 0 ns
[metrics] layout cell share with drive strength beyond 1: 0.759
[metrics] hold-fix buffer count after cts: 0
[metrics] final-report max-slew violation count: 0
[metrics] Achievable Freq: ~0.80 GHz
[metrics] flip-flop and latch area: 0 um^2
[metrics] # Cells Yosys: 13
[metrics] top cells by area in the synthesized netlist: sky130_fd_sc_hd__nor3_4 16%, sky130_fd_sc_hd__a21boi_1 15%, sky130_fd_sc_hd__buf_4 15%, sky130_fd_sc_hd__nor4_2 12%, sky130_fd_sc_hd__nor3_1 9.9%
[metrics] post-layout util: 0.0879
[metrics] number of I/O port buffers: 14
[metrics] initial antenna violation count: 0
[metrics] detailed-route wire length: roughly 670 um
[metrics] Yosys Chip Area: around 100 um^2
[metrics] Vias: 178
[metrics] Largest type area fraction: 0.160
[metrics] wire length of the first global-routing pass: 972 um
[metrics] required time of the worst setup path: ~1.0 ns
[metrics] total global-route track usage: 0.0196
[metrics] count of nets left with antenna violations after detail routing: 0
[metrics] gpl congestion: between 0.6 and 0.7
[metrics] effective utilization at floorplan: 0.0297
[metrics] max capacitance violation total: 0
[metrics] largest net degree at the start of global routing: 4
[metrics] depth of the worst hold-timing path: 3
[metrics] number of filler instances in the final layout: 407
[metrics] final hold slack: slightly above 0.8 ns
[metrics] via count of the first global-routing pass: roughly 190
[metrics] startpoint kind of the worst setup timing path: input port
[metrics] post-synthesis sequential area ratio: 0
[metrics] wire per inst: 8.89 um
[metrics] HP Class: in2out
[metrics] area of the multi-input gates: approximately 130 um^2
[metrics] cell area after placement: a little under 300 um^2
[metrics] post-synthesis instance area: a little over 100 um^2
[metrics] sort of element at the end of the critical path: output pin
[metrics] leakage power: approximately 0.11 nW
[metrics] mean instance size in the synthesized netlist: between 7 and 8 um^2
[metrics] Post-Place Setup Slack: -0.640 ns
[metrics] run status: finished clean
[metrics] Seq Cell Count: 0
[metrics] count of cell types in the netlist: 10
[metrics] Hold Path Sink: col[0]
[metrics] final cell area excluding filler cells: 300 um^2
[metrics] routed vias/inst: ~2.4
[metrics] total of endpoints with negative setup slack in the final report: 0
[metrics] largest fanout on the critical path: 2
[metrics] synth cell count leaders: 2 x sky130_fd_sc_hd__a21boi_1, 2 x sky130_fd_sc_hd__buf_4, 2 x sky130_fd_sc_hd__nor3_1
[metrics] placed insts: 72
[metrics] min Tclk post-route: 1.25 ns
[metrics] worst slew margin relative to its limit: 0.841
[metrics] Yosys top cell by area: sky130_fd_sc_hd__nor3_4
[metrics] die outline area: 6400 um^2
[metrics] Area growth, synth to finish: 196%
[metrics] detailed-router iteration count before antenna repair: 4
[metrics] Power per Cell Area: ~210 nW/um^2
[metrics] I/O pins: 14
[metrics] Final Total Pwr: 0.0623 mW
[metrics] number of antenna diodes: 0
[metrics] total congestion overflow: 0
[metrics] number of standard cells in the final layout excluding fillers: approximately 75
[metrics] synthesized instance count: 13
[metrics] 1st-iter DRT viols: 17
[power breakdown]
group | leakage, nW | switching (mW) | internal, mW
Combinational | 0.111 | 0.0310 | 0.0313
Sequential | 0 | 0 | 0
Clock | 0 | 0 | 0
Total | 0.111 | 0.0310 | 0.0313
[worst max-delay path: stages]
cell                            delay, ns
sky130_fd_sc_hd__buf_4               0.13
sky130_fd_sc_hd__nor3_4              0.18
sky130_fd_sc_hd__buf_4               0.13
sky130_fd_sc_hd__a21boi_2            0.03
sky130_fd_sc_hd__dlygate4sd2_1       0.25
[cell usage in the layout (no fill, tap or decap)]
cell type                         instances
sky130_fd_sc_hd__o31ai_1                  1
sky130_fd_sc_hd__nor2_1                   1
sky130_fd_sc_hd__a21boi_2                 2
sky130_fd_sc_hd__buf_4                    5
sky130_fd_sc_hd__nor3_2                   1
sky130_fd_sc_hd__clkdlybuf4s15_1          1
sky130_fd_sc_hd__buf_2                    7
sky130_fd_sc_hd__nand2b_1                 1
sky130_fd_sc_hd__nand3_1                  1
sky130_fd_sc_hd__clkbuf_2                 2
sky130_fd_sc_hd__nor4_4                   1
sky130_fd_sc_hd__dlygate4sd2_1            2
sky130_fd_sc_hd__clkbuf_4                 1
sky130_fd_sc_hd__nor3_4                   3
[kinds of logic after synthesis]
| kind of cell | Yosys count | synth area share |
|---|---|---|
| buffers and inverters | 2 | 0.148 |
| AOI/OAI and AO/OA | 3 | 0.222 |
| and+or+nand+nor | 8 | 0.630 |
[worst max-delay path by stage]
stage | end | startpoint
finish | row[1] | d[5]
global route | row[1] | d[5]
CTS | col[1] | d[0]
[cell type report]
class	count	share of cell area
Multi-Input combinational cell	11	0.417
Timing Repair Buffer	18	0.392
Tap cell	46	0.192
[layer usage]
layer	wire length, um	GRT usage
met1	271	0.0224
met3	66	0.00795
met2	330	0.0353
met5	0	0
met4	0	0
[timing repair]
action | 4_1_cts | 5_1_grt
gates resized | 47 | 7
pin swaps | 8 | 3
setup buffers | 6 | 0
setup endpoints to repair | 5 | 5
hold endpoints to repair | 0 | 0
Power figures rest on the tool's default switching activity, not on a simulated workload.
